$ cat run.sh
#!/bin/bash
# OpenROAD 26Q1-2900-gdf79404cd8, Yosys 0.63+post, stock flow scripts
make -C /OpenROAD-flow-scripts/flow DESIGN_CONFIG=/design/flow/config.mk WORK_HOME=/design/flow/orfs finish
$ cat config.mk
export PLATFORM = sky130hd
export DESIGN_NAME = filled_instruction_memory
export DESIGN_NICKNAME = filled_instruction_memory
export VERILOG_FILES = /design/flow/design.v
export SDC_FILE = /design/flow/constraint.sdc
export NUM_CORES = 4
export LEC_CHECK = 1
export CORE_AREA = 10 10 76 76
export DIE_AREA = 0 0 86 86
export SYNTH_MEMORY_MAX_BITS = 65536
$ cat constraint.sdc
current_design filled_instruction_memory

set clk_period 2.2
set clk_io_pct 0.2

create_clock -name clk0 -period $clk_period

set non_clock_inputs [all_inputs -no_clocks]
set_input_delay [expr $clk_period * $clk_io_pct] -clock clk0 $non_clock_inputs
set_output_delay [expr $clk_period * $clk_io_pct] -clock clk0 [all_outputs]
$ cat design.v
module filled_instruction_memory(
    input [31:0] address,        
    output reg [31:0] instruction  
);
    reg [31:0] memory [0:1023];   
    always @(*) begin
        instruction = memory[address[11:2]];  
    end
    integer i;
    initial begin
        memory[0]  = 32'b000000_00001_00010_00011_00000_100000;  
        memory[1]  = 32'b001000_00001_00100_0000000000001010;    
        memory[2]  = 32'b000000_00100_00010_00101_00000_100100;  
        memory[3]  = 32'b001100_00001_00110_0000000000001111;    
        memory[4]  = 32'b000100_00100_00101_0000000000000100;    
        memory[5]  = 32'b000101_00100_00101_0000000000000011;    
        memory[6]  = 32'b000010_00000000000000000000001000;      
        memory[7]  = 32'b000011_00000000000000000000001010;      
        memory[8]  = 32'b000000_11111_00000_00111_00000_001000;  
        memory[9]  = 32'b100011_00100_01000_0000000000000100;    
        memory[10] = 32'b101011_00101_01001_0000000000000100;    
        memory[11] = 32'b000000_00110_00111_01010_00000_101010;  
        memory[12] = 32'b001010_00101_01011_0000000000000010;    
        memory[13] = 32'b000000_00001_00100_01100_00000_000010;  
        memory[14] = 32'b000000_00100_00010_01101_00000_100010;  
        memory[15] = 32'b000000_00101_00111_01110_00000_100110;  
        memory[16] = 32'b001110_00011_01111_0000000000001111;    
        memory[17] = 32'b000000_00011_00010_10000_00000_100101;  
        memory[18] = 32'b001101_00010_10001_0000000000000101;    
        memory[19] = 32'b100000_00101_10010_0000000000000100;    
        memory[20] = 32'b100001_00110_10011_0000000000000100;    
        memory[21] = 32'b101000_00111_10100_0000000000000100;    
        memory[22] = 32'b101001_01000_10101_0000000000000100;    
        memory[23] = 32'b001111_00000_01001_0000000000001111;    
        memory[24] = 32'b000000_01001_01010_10110_00000_100111;  
        memory[25] = 32'b000000_00110_01011_10111_00000_000011;  
        memory[26] = 32'b000000_01100_01001_11000_00000_101011;  
        memory[27] = 32'b000000_01011_01100_11001_00000_101011;  
        for (i = 28; i < 1024; i = i + 1) begin
            memory[i] = 32'b000000_00000_00000_00000_00000_000000;  
        end
    end
endmodule
==> Slide: Implementation Results <==
Implementation Results

Run status
  – Failing checks: negative setup slack
  – Status: finished, violations left

Global routing
  – Vias in the first global route: 1,631
  – First-pass GRT wire length: 8.16 mm
  – Initial antenna violation count: 0
  – Total track usage: 13.0%
  – Largest net degree at the start of global routing: 13
  – Remaining Overflow, GRT: 0

Detailed routing
  – DR vias: 1,692
  – WL/cell: 16.5 um
  – Diodes inserted: 0
  – Final wirelength: 5.19 mm
  – DRT Pass-1 Iters: 4
  – Vias per cell: 5.37
  – DRC: 0
  – Routed Antenna Nets: 0
  – Iteration-0 DRC count of the detailed router: 114

Critical path
  – Buffers and inverters on the worst path: 5
  – WP data arrival: 1840 ps
  – Slowest cell delay on critical path: 230 ps
  – CP Capture Type: output pin
  – Path length in cells of the critical path: 9
  – Worst-path maximum fanout: 8
  – Setup crit end: instruction[26]
  – Required time worst endpoint: 1760 ps
  – CP Launch Point: address[4]
  – WS Path Type: input port to output pin
  – CP top delay family: buffers and inverters
  – Slowest-stage cell, CP: dlygate4sd2_1
  – CP Launch Type: input port
  – Crit-path cells: buf_2, buf_12, buf_8, and2b_1, buf_4, a22oi_1, o22a_1, nor2_1, dlygate4sd2_1

Clock tree
  – Hold buffer count at cts: 0

Cells and area
  – Filler cells: 345
  – Register Area: 0 sq um
  – Most frequent cells in the layout: 43 x buf_4, 20 x buf_6, 17 x nand2_1, 17 x dlygate4sd2_1, 15 x nor2_1
  – Area growth syn-to-layout: 117%
  – Commonest Layout Cell: buf_4
  – Flop count: 0
  – Final instance area: 2340 sq um
  – Layout clock buffers: 0
  – Fraction of layout cells with a size suffix above 1: 53.2%
  – Core Util, Final: 56.8%

Power and ir drop
  – Leak Pwr: 1.12 nW
  – Maximum vdd drop: 0.000111 V
  – PwrDens: 170 nW/um^2

Final timing
  – Max Fclk: 439 MHz
  – Final setup vio count: 2
  – Final worst slack: -78.7 ps
  – WHS: 1450 ps
  – RSZ-0062 raised after global routing: yes
  – Fin. Hold Viols: 0
  – Final-report max-slew violation count: 0
  – Period utilisation layout: 104%
  – Crit path time final: 2280 ps

Synth
  – Yosys Instances: 174
  – Mapped cell area: 1080 sq um
  – Yosys warns: 1
  – Area reported by Yosys stat: 1080 sq um
  – Seq share, synth: 0%
  – Cells after synthesis: 174
  – Netlist cell types: 46
  – Mean Syn Cell Area: 6.19 sq um

Placed design
  – Placed Instance Area: 1750 sq um
  – I/O Buffers: 35
  – Placer Congestion: 0.998
  – Post-DP HPWL: 3.31 mm

Floorplan
  – Ports: 64
  – Die ar.: 7400 sq um
  – # rows: 23
  – Die Y: 86 um
  – Total core area: 4120 sq um
  – Die Span X: 86 um
  – Initial Utilization: 26.2%

Flow run
  – Tool warning count: 63
  – Max-cap violations: 0

Hold path
  – Type of the worst min-delay path: input port to output pin
  – Hold Path Depth: 5
[worst min-delay path by stage]
stage | from | to | slack [ps]
after CTS | address[6] | instruction[1] | 1450
after global routing | address[4] | instruction[20] | 1480
final | address[4] | instruction[20] | 1450
[kinds of logic (layout without fill, tap and decap cells)]
family | after synthesis | count (layout) | synth area share, %
other | 1 | 7 | 0.348
muxes | 5 | 5 | 5.92
AOI/OAI and AO/OA | 64 | 64 | 40.9
buffers and inverters | 33 | 118 | 17.3
and+or+nand+nor | 63 | 63 | 26.2
adders and majority gates | 8 | 8 | 9.29
[Yosys cell counts (all sizes together), types with 2 or more instances]
master    n  area, sq um
a211oi    3         22.5
inv       8         30.0
ha        8          100
buf      22          145
nor2     23         86.3
o22a      2         17.5
clkbuf    3         11.3
a311oi    3         26.3
a2111oi   2         25.0
o22ai     2         12.5
o211a     2         20.0
nor2b     4         25.0
a32oi     2         17.5
o221a     3         33.8
a21o      2         15.0
a21oi    17         88.8
nand3     2         10.0
nor3      6         30.0
nand2b    5         33.8
a31oi     2         12.5
mux2i     3         30.0
o21a      2         15.0
nand2    19         71.3
o21ai    15         75.1
[per-stage QoR]
| step | power, mW | setup TNS (ps) | setup WS [ps] | cells |
|---|---|---|---|---|
| after floorplan | 0.151 | 0 | 78.7 | 180 |
| after global placement | 0.268 | -16050 | -778 | 288 |
| after detailed placement | 0.266 | -15750 | -770 | 288 |
| after CTS | 0.365 | -299 | -107 | 313 |
| after global routing | 0.424 | -397 | -113 | 315 |
| final | 0.398 | -114 | -78.7 | 315 |
[power by group]
| part | internal, mW | switching, mW | leakage (nW) |
|---|---|---|---|
| clock network | 0 | 0 | 0 |
| logic | 0.212 | 0.187 | 1.12 |
| registers | 0 | 0 | 0 |
| total | 0.212 | 0.187 | 1.12 |
[layout make-up]
| type | instances | area [sq um] | share of cell area, % |
|---|---|---|---|
| multi-input combinational | 147 | 1170 | 50.1 |
| timing repair buffer | 110 | 1070 | 45.6 |
| tap | 50 | 62.6 | 2.68 |
| inverter | 8 | 37.5 | 1.61 |
[routing by layer]
| layer | vias to the layer above | track usage (%) | share of wire, % |
|---|---|---|---|
| met5 | - | 0 | 0 |
| met2 | 66 | 21.4 | 48 |
| li1 | 806 | - | - |
| met3 | 10 | 2.86 | 8.3 |
| met4 | 0 | 1.95 | 1.4 |
| met1 | 810 | 17.3 | 43 |
[what timing repair did]
action / 4_1_cts / 5_1_grt
endpoints found under the setup margin: 25 / 14
hold endpoints to repair: 0 / 0
setup buffers: 23 / 3
resized: 140 / 33
pin swaps: 29 / 12
cloned: 3 / 0
No activity file was given, so power comes from the tool's default toggle rates.
